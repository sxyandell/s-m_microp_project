--- flow/run.sh ---
#!/bin/bash
# OpenROAD 26Q1-2900-gdf79404cd8, Yosys 0.63+post, stock flow scripts
make -C /OpenROAD-flow-scripts/flow DESIGN_CONFIG=/design/flow/config.mk WORK_HOME=/design/flow/orfs finish
--- flow/config.mk ---
export PLATFORM = sky130hd
export DESIGN_NAME = shiftreg
export DESIGN_NICKNAME = shiftreg
export VERILOG_FILES = /design/flow/design.v
export SDC_FILE = /design/flow/constraint.sdc
export NUM_CORES = 4
export LEC_CHECK = 1
export CORE_UTILIZATION = 40
--- flow/constraint.sdc ---
current_design shiftreg

set clk_period 1.0
set clk_io_pct 0.2

create_clock -name clk0 -period $clk_period [get_ports {clk}]

set non_clock_inputs [all_inputs -no_clocks]
set_input_delay [expr $clk_period * $clk_io_pct] -clock clk0 $non_clock_inputs
set_output_delay [expr $clk_period * $clk_io_pct] -clock clk0 [all_outputs]
--- flow/design.v ---
module shiftreg(input logic clk, ready_in,
				input logic x_n,
				input logic [50:0] shiftreg_prev,
				output logic [50:0] shiftreg_new);
	logic [50:0] shifted_shiftreg_prev;
	assign shifted_shiftreg_prev = shiftreg_prev << 1;
	always_ff @(posedge clk)
		if (ready_in) shiftreg_new = {shifted_shiftreg_prev[50:1], x_n};
		else shiftreg_new = shiftreg_prev;
endmodule
==> ci_impl_report.md <==
### Metrics collected by this job

| Metric | Value |
|---|---|
| Core Area | around 4400 um^2 |
| First-pass iteration count of the detailed router | 10 |
| Commonest cells post-synth | dfxtp_1 (51), mux2_4 (50), buf_12 (5), buf_6 (1), mux2_2 (1) |
| Synth area leader | dfxtp_1 |
| Leak pwr | between 1 and 1.5 nW |
| Area growth, synth to finish | 50.9% |
| Total of max-cap violations | 0 |
| CTS buffer count | 5 |
| Std cell rows | 24 |
| Wire per inst | ~13 um |
| Area leader share | around 54% |
| Placed wire-length estimate | between 2 and 3 mm |
| Switching pwr | roughly 0.00080 W |
| Finished Core Util | 64.3% |
| EDFF count, synth | 0 |
| Finished Layout Cells | about 270 |
| Max Slew Vio Count | 0 |
| Count of input and output buffers | approximately 100 |
| # diodes | 0 |
| Final Cycle Share | between 90% and 100% |
| Pwr dens | approximately 1400 nW/um^2 |
| H-tree levels | 2 |
| Cell Type Count | 5 |
| Via-to-Cell Ratio | approximately 4.4 |
| Ys Warns | 1 |
| First-pass GRT wire length | between 5 and 6 mm |
| Post-Place Cells | between 200 and 300 |
| CP bufs+invs | 1 |
| Reg power frac | between 50% and 60% |
| Initial antenna violation count | 0 |
| Cell area leaders | dfxtp_1 (54%), mux2_4 (40%), buf_12 (5.3%) |
| Cell count along the critical path | 1 |
| Layout cells sized above 1 | approximately 56% |
| CP top delay family | flip-flops |
| Post-Route WL | 3.46 mm |
| Critical path launch point | shiftreg_new[6] |
| Startpoint types | flop |
| Area reported by Yosys stat | approximately 1900 um^2 |
| Main flop type | dfxtp_1 |
| Clock slew at reported path FFs | 80 ps |
| Total gr overflow | 0 |
| Die Ht | between 70 and 80 um |
| Final ANT Viol Nets | 0 |
| CTS tree | built |
| Die Area | 5010 um^2 |
| CP cell instances | clkdlybuf4s15_1 |
| Final setup viols | 0 |
| 1st-iter DRT viols | 19 |
| Drt drc | 0 |
| CP endpoint | shiftreg_new[6] |
| Stage-log warning count | 26 |
| Global Route Usage Sum | 13.9% |
| Number of global-route vias before repair | 1,109 |
| Clk sinks | slightly above 50 |
| Worst Path Class, Setup | reg -> out |
| Ys flops | 51 |
| Register area | around 1000 um^2 |
| Ports | approximately 110 |
| Multi-input gate area | 762 um^2 |
| Synthesized instance count | ~110 |
| Net Sw Frac | between 10% and 20% |
| Largest net degree at the start of global routing | 19 |
| Status | finished clean |
| Max reg flops | 51 |
| Post-synth ARST share | 0% |
| Clock share of power | 26.9% |
| Cell internal pwr | about 0.0033 W |
| Fillers | 343 |
| Yosys cell count | 108 |
| Critical path endpoint category | output pin |
| Max Buffers Root-to-Sink | 2 |
| Count leader, synth | dfxtp_1 |
| # hold bufs at CTS | 0 |
| WP data arrival | ~760 ps |
| CP max-delay cell | dfxtp_1 |
| Syn avg cell area | between 15 and 20 um^2 |
| Unrepaired setup endpoints after global routing | no |
| Hold Crit Start | ready_in |
| Max stage delay on crit path | about 310 ps |
| Die width | about 70 um |
| Mapped cell area | between 1500 and 2000 um^2 |
| Fin crit period | approximately 960 ps |
| Peak Freq | 1040 MHz |
| Rel. slew slack | 88.8% |
| Final Hold Violation Tally | 0 |
| Class of the worst hold path | in -> reg |
| Worst-path maximum fanout | 1 |
| Vias | roughly 1,200 |
| Root buf cell | clkbuf_8 |
| Worst VDD drop | 694 uV |
| Comb pwr share | roughly 18% |
| Worst Tran Pin Value | roughly 170 ps |
| GPL Wtd Cong | ~0.76 |
| Worst EP required | about 800 ps |
| Fp_density | between 40% and 50% |
| Synth Seq Share | 53.9% |
worst min-delay path by stage:
| stage | endpoint | slack [ps] | depth (start not counted) |
|---|---|---|---|
| after CTS | shiftreg_new[47] | 400 | 3 |
| final | shiftreg_new[47] | 410 | 3 |
| after global routing | shiftreg_new[47] | 410 | 3 |
power by group through the flow:
stage	Clock (W)	Combinational (W)	Sequential [W]
4_1_cts	0.00114	0.000782	0.00224
5_1_grt	0.00123	0.000778	0.00226
6_report	0.00109	0.000724	0.00225
final cells by class:
type | instances | area share [%]
Sequential cell | 51 | 36.6
Timing Repair Buffer | 108 | 31.6
Multi-Input combinational cell | 51 | 26.7
Clock buffer | 7 | 2.67
Tap cell | 52 | 2.28
Clock inverter | 1 | 0.175
stage by stage:
step	hold WS, ps	total power [W]	setup TNS (ps)	instance area, um^2	setup WS [ps]
2_1_floorplan	343	0.00259	0	1890	110
3_3_place_gp	711	0.00314	-748	2950	-32.6
3_5_place_dp	712	0.00315	-1080	2950	-35.8
4_1_cts	403	0.00416	0	2980	3.41
5_1_grt	406	0.00427	0	2860	0.549
6_report	410	0.00406	0	2860	37.4
routing by layer:
| metal | GRT usage [%] | routed length (um) | up-vias | part of all wire (%) |
|---|---|---|---|---|
| met3 | 5.78 | 335 | 7 | 9.7 |
| li1 | - | - | 591 | - |
| met2 | 21.6 | 1550 | 60 | 45 |
| met4 | 2.22 | 51 | 0 | 1.5 |
| met5 | 0 | 0 | - | 0 |
| met1 | 19.1 | 1520 | 518 | 44 |
timing repair:
action	CTS	global route
setup buffers	0	0
pin swaps	0	0
hold endpoints to repair	0	0
setup endpoints to repair	51	30
gates resized	119	45
cells in the final DEF, fill, tap and decap left out:
cell type and count:
clkdlybuf4s50_1 52, mux2_4 50, buf_4 1, mux2_2 1, clkinv_2 1, clkbuf_2 29, clkbuf_1 2, dfxtp_1 30
dfxtp_2 21, buf_2 12, clkdlybuf4s15_1 11, clkbuf_8 5, buf_12 3
cell families after synthesis:
family	synth area share (%)
buffers and inverters	5.88
flip-flops	53.9
multiplexers	40.2
Power is estimated from default activity; no workload was simulated.
